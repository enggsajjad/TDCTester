$ cat flow/config.mk
export PLATFORM = sky130hd
export DESIGN_NAME = ChronoTester
export DESIGN_NICKNAME = ChronoTester
export VERILOG_FILES = /design/flow/design.v
export SDC_FILE = /design/flow/constraint.sdc
export NUM_CORES = 4
export LEC_CHECK = 1
export CORE_UTILIZATION = 40
$ cat flow/design.v
module ChronoTester(clk,sw1,sw2,sw3, sw4, teststart,teststop1,teststop2,
						teststop3,teststop4,led,clkout);
    input clk;
    input sw1;
	 input sw2;
	 input sw3;
	 input sw4;
	 output [4:0] led;
    output teststart;
    output teststop1;
	 output teststop2;
	 output teststop3;
	 output teststop4;
	 output clkout;
reg [27:0] test1=0;
reg [3:0] test2=0;
reg [27:0] value=0;
reg [21:0] shift1=0;
reg [21:0] shift2=0;
reg [2:0] cnt=0;
reg teststart1=0;
reg teststop=0;
reg [4:0] ledreg=0;
wire rst;
wire sw1;
wire teststart;
wire sw3_sync;
wire sw2_sync;
wire clk4x;
wire clk1x;
parameter s0=0, s1=1,s2=2,s3=3;
reg [1:2] cs;
reg trig_pulse;
reg inc;
reg rst1;
reg rst2;
reg [3:0] pulse_cnt;
reg [26:0] delay_cnt;
wire time_5sec;
assign clkout=trig_pulse; 
assign clk4x=clk;
assign teststart =  teststart1;
assign teststop1  =  teststop;
assign teststop2 =   teststop;
assign teststop3 =   teststop;
assign teststop4 =   teststop;
assign rst=0;
 always  @(posedge clk4x or posedge rst)
 if(rst)
 	shift1<=0;
 else	 if (~sw3)	 
  shift1<=22'h0fffff; 
 else	if (shift1==5)
  shift1<=shift1;
 else
 	shift1<=shift1-1;
assign sw3_sync = (shift1==10)?1:0;
always  @(posedge clk4x or posedge rst)
 if (rst)
 	test1<=0;
 else if(trig_pulse)
 	test1<=0;
else if (test1==28'h0_C0_00_00)
  test1<=test1;
 else
 	test1<=test1+1;
always  @(posedge clk4x or posedge rst)
 if (rst)
 	delay_cnt<=0;
 else if(rst1)
 	delay_cnt<=0;
 else	
  delay_cnt<=delay_cnt+1;
assign  time_5sec=delay_cnt[26]&delay_cnt[25];
always  @(posedge clk4x or posedge rst)
 if (rst)
 	pulse_cnt<=0;
 else if(rst2)
   pulse_cnt<=0;
 else	if(inc) 
  pulse_cnt<=pulse_cnt+1;
 else
 	pulse_cnt<=pulse_cnt;
always @(posedge clk4x or posedge rst)
if(rst)
	begin
	cs<=s0;
	trig_pulse<=0;
	inc <=0;
	rst1<=1;
	rst2<=1;
	end
else
begin
case(cs)
s0:	begin 
		trig_pulse<=0;
		inc<=0;
		rst1<=1;
		rst2<=1;
		if(sw3_sync==1) 
			cs <= s1 ;
		else 
			cs <= s0;
		end
s1:	begin
		trig_pulse<=1;
		if(sw4==0) 
			cs <=s2;
		else
			cs <=s0; 	 
		end
s2:	begin
			trig_pulse<=0;
			inc<=0;
			rst1<=0;
			rst2<=0;
			if(time_5sec==1)
				begin
				cs<=s3;
				rst1<=1;
				end
			else
				cs<=s2;
		end
s3:	begin
      trig_pulse<=1;
		inc<=1;
		if(pulse_cnt==8)
			cs<=s0;
		else
			cs<=s2;
		end
default: cs<=s0;
endcase
end
always @(negedge clk4x or posedge rst)
if(rst)
	teststart1<=0;
else if (test1==80)
	teststart1<=1;
else if (test1==90) 
	teststart1<=0;
else
	teststart1<=teststart1;
always @(negedge clk4x or posedge rst)
if(rst)
	teststop<=0;
else if (test1==value+80)
	teststop<=1;
else if (test1==value+90) 
	teststop<=0;
 always  @(posedge clk4x or posedge rst)
 if(rst)
 	shift2<=0;
 else	 if (~sw2)	  
  shift2<=22'h0fffff;
 else	if (shift2==5)
  shift2<=shift2;
 else
 	shift2<=shift2-1;
assign sw2_sync = (shift2==10)?1:0;
always @(negedge clk4x or posedge rst)
if (rst)
	cnt<=0;
else if (cnt==5)
	cnt<=0;
else if (sw2_sync)
	cnt<= cnt + 1;		
else 
	cnt<=cnt;
always @ (cnt or   sw1)
case ({~sw1,cnt})	  
0:	value<=25;        
1:	value<=125;  
2:	value<=250; 
3:	value<=1250; 
4:	value<=2250; 
8:	 value<=25_000; 
9:	 value<=125_000; 
10: value<=250_000; 
11: value<=1250_000; 
12: value<=2250_000; 
default:	value<=25; 
endcase
always @ (cnt)
case (cnt)
0:	ledreg<= 5'b00001;
1:	ledreg<= 5'b00010;
2:	ledreg<= 5'b00100;
3:	ledreg<= 5'b01000;
4:	ledreg<= 5'b10000;
default:	ledreg<= 5'b00001;
endcase
assign led[0] = ledreg[0]& (~delay_cnt[24]);
assign led[1] = ledreg[1]&(~delay_cnt[24]);
assign led[2] = ledreg[2]&(~delay_cnt[24]);
assign led[3] = ledreg[3]&(~delay_cnt[24]);
assign led[4] = ledreg[4]&(~delay_cnt[24]);
endmodule
$ cat flow/run.sh
#!/bin/bash
# OpenROAD 26Q1-2900-gdf79404cd8, Yosys 0.63+post, stock flow scripts
make -C /OpenROAD-flow-scripts/flow DESIGN_CONFIG=/design/flow/config.mk WORK_HOME=/design/flow/orfs finish
$ cat flow/constraint.sdc
current_design ChronoTester

set clk_period 4.4
set clk_io_pct 0.2

create_clock -name clk0 -period $clk_period [get_ports {clk}]

set non_clock_inputs [all_inputs -no_clocks]
set_input_delay [expr $clk_period * $clk_io_pct] -clock clk0 $non_clock_inputs
set_output_delay [expr $clk_period * $clk_io_pct] -clock clk0 [all_outputs]
==> impl_metrics.json <==
{
  "p_per_area_nw_per_um2": 333.2,
  "place.gp.congestion": 0.8562,
  "die-area_um2": 15690,
  "postSynthSeqShare_pct": 38.05,
  "drv_slew": 0,
  "layout-drive-gt1-share_pct": 17.85,
  "critPathKind": "flip-flop to output pin",
  "fin_tns_setup_ns": -0.9947,
  "cts_sinks": 114,
  "synthTopLogicFamily": "simple AND/OR/NAND/NOR gates",
  "dieWidth_um": 125.3,
  "syn_inst": 737,
  "numCtsBuffers": 17,
  "drv_cap": 0,
  "synthDistinctLibCells": 63,
  "peakVddDrop_mv": 0.2890,
  "clockBufferDepth": 2,
  "fp-utilization_pct": 41.34,
  "avgSynthCellArea_um2": 8.246,
  "tritoncts": "done",
  "clockRootBuffer": "clkbuf_16",
  "core_um2": 14700,
  "cp_data_arrival_time_ns": 3.81,
  "yosysWarnings": 1,
  "hp-start": "cs[2]$_DFF_P_",
  "hold_viol": 0,
  "ys_cells": 737,
  "grt_overflow": 0,
  "outcome": "finished, violations left",
  "drt_iter0_markers": 296,
  "via_count": 5168,
  "top_cell_area_share_pct": 36.57,
  "tool_warnings": 46,
  "htree_levels": 4,
  "syn_area_um2": 6077,
  "setup_viol": 6,
  "mux_area_share_pct": 1.544,
  "antenna_cells": 0,
  "drc": 0,
  "hpwl_um": 8627,
  "ios": 16,
  "startpoint_type": "flip-flop",
  "synth_flops": 114,
  "grt_max_degree": 30,
  "p_leak_nw": 2.863,
  "rr_startpoint": "shift2[13]$_SDFFE_PN1P_",
  "synthToLayoutAreaGrowth_pct": 25.22,
  "placedCellCount": 950,
  "rsz0062_at_grt": "yes",
  "ff_type": "dfxtp_1",
  "finalNonFillerCells": 1002,
  "io_buffer_count": 15,
  "yosys-top-cells-area": "dfxtp_1, xnor2_1, xor2_1, nor2_1, ha_1",
  "grt_usage_pct": 17.32,
  "grt_pass1_vias": 4764,
  "synth-adder-area-share_pct": 4.530,
  "worst_slew_pin_slew_ns": 0.8916,
  "lay_top_cells": "dfxtp_1, nor2_1, nand2_1",
  "drtAntennaViolNets": 0,
  "holdBufCountCts": 0,
  "synthXorXnorAreaFrac_pct": 13.12,
  "wire_per_inst_um": 12.60,
  "clkTransAtPathRegs_ns": 0.05,
  "ys_area_um2": 6077,
  "vias_per_cell": 5.158,
  "clk_latency_ns": 0.43,
  "path_max_fanout": 4,
  "async_reset_ff_share_pct": 0,
  "lay_top_count": "dfxtp_1",
  "critPathCaptureType": "output pin",
  "first_pass_iters": 11,
  "maxSlewHeadroom_pct": 40.56,
  "synth-edff-count": 3,
  "grt_pass1_wl_um": 22250,
  "antenna_found_initial": 0,
  "fin_ws_ns": -0.2860,
  "rows": 44,
  "fin_worst_skew_ns": 0.03614,
  "die_height_um": 125.3,
  "cp.required_ns": 3.52,
  "violations": "setup timing",
  "critPathLaunch": "cnt[1]$_SDFFE_NN0N_",
  "hp-class": "flip-flop to flip-flop",
  "wirelength_um": 12620,
  "yosys.area.top_type": "dfxtp_1",
  "aoi_share_pct": 9.347,
  "ys_sh_simple_pct": 29.11
}
## critical path, stage by stage (launching register included)
cell,delay [ns]
dfxtp_4,0.36
buf_6,0.12
ha_4,0.16
nor4_4,0.23
a21oi_1,0.06
nor2_1,0.12
buf_2,0.12
## final cells by class
class                   count  area (µm²)
fillers                  1254        7089
inverters                  28       112.6
multi-input cells         558        3667
clock inverters            19       177.7
repair buffers             81       649.4
well taps                 184       230.2
clock buffers              18       450.4
flip-flops and latches    114        2322
## cell families (layout without fill, tap and decap cells)
logic type / after synthesis / after routing
AND-OR/OR-AND: 94 / 94
XOR/XNOR: 91 / 91
adder cells (fa/ha/maj): 22 / 22
buffers and inverters: 65 / 146
flip-flops: 114 / 114
multiplexers: 9 / 9
AND/OR/NAND/NOR: 342 / 342
## sequential cells by signal, summed over array words and instances, names as in the netlist, 2 cells and up
register and flops:
shift2 22, cnt 3, test1 28, pulse_cnt 4, shift1 22, delay_cnt 27, cs 2
## stage by stage
stage | utilization, % | power, W | area, µm² | setup slack (ns) | hold WS, ns
3_5_place_dp | 45.71 | 0.001153 | 6719 | -1.066 | 0.4195
3_3_place_gp | 45.71 | 0.001151 | 6719 | -1.014 | 0.4201
6_report | 51.77 | 0.002536 | 7610 | -0.2860 | 0.4374
5_1_grt | 51.77 | 0.002623 | 7610 | -0.3844 | 0.4519
4_1_cts | 51.52 | 0.002563 | 7574 | -0.2864 | 0.4369
2_1_floorplan | - | 0.001130 | 6141 | -0.4757 | 0.4238
## Yosys cell counts, drive strengths merged, types with 2 or more instances
master  count
a211oi      2
a21o        3
a21oi      27
a31oi       2
and2        7
and3       19
and4        8
buf        10
clkbuf     26
dfxtp     111
edfxtp      3
ha         22
inv        29
mux2        3
mux2i       6
nand2      66
nand2b      7
nand3      35
nand3b      2
nand4      17
nand4b      8
nor2       98
nor2b       9
nor3       21
nor3b       2
nor4       13
nor4b       3
o211ai      2
o21ai      36
o21bai      3
o22ai       2
o31ai       6
or2         2
or3        14
or3b        3
or4         5
xnor2      47
xor2       44
## report_power, final
group	leakage (nW)	internal [W]	switching, W	total [W]
logic	1.62	0.0000416	0.0000407	0.0000823
clock network	0.312	0.000922	0.000484	0.00141
registers	0.928	0.00104	0.00000605	0.00105
## repair_timing
item | CTS | global route
pin swaps | 11 | 7
endpoints found under the hold margin | 0 | 0
endpoints found under the setup margin | 10 | 9
gates cloned | 1 | 0
buffers inserted | 13 | 2
resized | 55 | 9
## metal layers
layer  global-route usage (%)  wire [µm]  vias to the layer above
li1                         -          -                     2679
met2                    26.72       5612                       80
met1                    26.90       6381                     2399
met4                    2.224        162                        0
met3                    2.791        465                       10
met5                        0          0                        -
## final timing paths
path	to	slack, ns	cells past startpoint
worst max-delay path	led[0]	-0.29	6
worst min-delay path	trig_pulse$_DFF_P_	0.44	0
worst max register to register	cnt[0]$_SDFFE_NN0N_	0.18	6
worst min register to register	trig_pulse$_DFF_P_	0.44	0
Power is estimated from default activity; no workload was simulated.
