==> ./design.v <==
module testcounter(clk,sw1,sw2,sw3, sw4, teststart,teststop1,teststop2,
						teststop3,teststop4,led,clkout);
    input clk;
    input sw1;
	 input sw2;
	 input sw3;
	 input sw4;
	 output [4:0] led;
    output teststart;
    output teststop1;
	 output teststop2;
	 output teststop3;
	 output teststop4;
	 output clkout;
reg [27:0] test1=0;
reg [3:0] test2=0;
reg [27:0] value=0;
reg [21:0] shift1=0;
reg [21:0] shift2=0;
reg [2:0] cnt=0;
reg teststart1=0;
reg teststop=0;
reg [4:0] ledreg=0;
wire rst;
wire sw1;
wire teststart;
wire sw3_sync;
wire sw2_sync;
wire clk4x;
wire clk1x;
parameter s0=0, s1=1,s2=2,s3=3;
reg [1:2] cs;
reg trig_pulse;
reg inc;
reg rst1;
reg rst2;
reg [3:0] pulse_cnt;
reg [26:0] delay_cnt;
wire time_5sec;
assign clkout=trig_pulse; 
assign clk4x=clk;
assign teststart =  teststart1;
assign teststop1  =  teststop;
assign teststop2 =   teststop;
assign teststop3 =   teststop;
assign teststop4 =   teststop;
assign rst=0;
 always  @(posedge clk4x or posedge rst)
 if(rst)
 	shift1<=0;
 else	 if (~sw3)	 
  shift1<=22'h0fffff; 
 else	if (shift1==5)
  shift1<=shift1;
 else
 	shift1<=shift1-1;
assign sw3_sync = (shift1==10)?1:0;
always  @(posedge clk4x or posedge rst)
 if (rst)
 	test1<=0;
 else if(trig_pulse)
 	test1<=0;
else if (test1==28'h0_C0_00_00)
  test1<=test1;
 else
 	test1<=test1+1;
always  @(posedge clk4x or posedge rst)
 if (rst)
 	delay_cnt<=0;
 else if(rst1)
 	delay_cnt<=0;
 else	
  delay_cnt<=delay_cnt+1;
assign  time_5sec=delay_cnt[26]&delay_cnt[25];
always  @(posedge clk4x or posedge rst)
 if (rst)
 	pulse_cnt<=0;
 else if(rst2)
   pulse_cnt<=0;
 else	if(inc) 
  pulse_cnt<=pulse_cnt+1;
 else
 	pulse_cnt<=pulse_cnt;
always @(posedge clk4x or posedge rst)
if(rst)
	begin
	cs<=s0;
	trig_pulse<=0;
	inc <=0;
	rst1<=1;
	rst2<=1;
	end
else
begin
case(cs)
s0:	begin 
		trig_pulse<=0;
		inc<=0;
		rst1<=1;
		rst2<=1;
		if(sw3_sync==1) 
			cs <= s1 ;
		else 
			cs <= s0;
		end
s1:	begin
		trig_pulse<=1;
		if(sw4==0) 
			cs <=s2;
		else
			cs <=s0; 	 
		end
s2:	begin
			trig_pulse<=0;
			inc<=0;
			rst1<=0;
			rst2<=0;
			if(time_5sec==1)
				begin
				cs<=s3;
				rst1<=1;
				end
			else
				cs<=s2;
		end
s3:	begin
      trig_pulse<=1;
		inc<=1;
		if(pulse_cnt==8)
			cs<=s0;
		else
			cs<=s2;
		end
default: cs<=s0;
endcase
end
always @(negedge clk4x or posedge rst)
if(rst)
	teststart1<=0;
else if (test1==80)
	teststart1<=1;
else if (test1==90) 
	teststart1<=0;
else
	teststart1<=teststart1;
always @(negedge clk4x or posedge rst)
if(rst)
	teststop<=0;
else if (test1==value+80)
	teststop<=1;
else if (test1==value+90) 
	teststop<=0;
 always  @(posedge clk4x or posedge rst)
 if(rst)
 	shift2<=0;
 else	 if (~sw2)	  
  shift2<=22'h0fffff;
 else	if (shift2==5)
  shift2<=shift2;
 else
 	shift2<=shift2-1;
assign sw2_sync = (shift2==10)?1:0;
always @(negedge clk4x or posedge rst)
if (rst)
	cnt<=0;
else if (cnt==5)
	cnt<=0;
else if (sw2_sync)
	cnt<= cnt + 1;		
else 
	cnt<=cnt;
always @ (cnt or   sw1)
case ({~sw1,cnt})	  
0:	value<=25;        
1:	value<=125;  
2:	value<=250; 
3:	value<=1250; 
4:	value<=2250; 
8:	 value<=25_000; 
9:	 value<=125_000; 
10: value<=250_000; 
11: value<=1250_000; 
12: value<=2250_000; 
default:	value<=25; 
endcase
always @ (cnt)
case (cnt)
0:	ledreg<= 5'b00001;
1:	ledreg<= 5'b00010;
2:	ledreg<= 5'b00100;
3:	ledreg<= 5'b01000;
4:	ledreg<= 5'b10000;
default:	ledreg<= 5'b00001;
endcase
assign led[0] = ledreg[0]& (~delay_cnt[24]);
assign led[1] = ledreg[1]&(~delay_cnt[24]);
assign led[2] = ledreg[2]&(~delay_cnt[24]);
assign led[3] = ledreg[3]&(~delay_cnt[24]);
assign led[4] = ledreg[4]&(~delay_cnt[24]);
endmodule
==> ./run.sh <==
#!/bin/bash
# OpenROAD 26Q1-2900-gdf79404cd8, Yosys 0.63+post, stock flow scripts
make -C /OpenROAD-flow-scripts/flow DESIGN_CONFIG=/design/flow/config.mk WORK_HOME=/design/flow/orfs finish
==> ./config.mk <==
export PLATFORM = sky130hd
export DESIGN_NAME = testcounter
export DESIGN_NICKNAME = testcounter
export VERILOG_FILES = /design/flow/design.v
export SDC_FILE = /design/flow/constraint.sdc
export NUM_CORES = 4
export LEC_CHECK = 1
export CORE_UTILIZATION = 50
==> ./constraint.sdc <==
current_design testcounter

set clk_period 7.2
set clk_io_pct 0.2

create_clock -name clk0 -period $clk_period [get_ports {clk}]

set non_clock_inputs [all_inputs -no_clocks]
set_input_delay [expr $clk_period * $clk_io_pct] -clock clk0 $non_clock_inputs
set_output_delay [expr $clk_period * $clk_io_pct] -clock clk0 [all_outputs]
==> impl_metrics.env <==
# flow metrics
export IMPL_clkTransAtPathRegs_ns=0.05
export IMPL_h_tree_depth=4
export IMPL_outcome="completed"
export IMPL_ir_worst_vdd_v=0.000174
export IMPL_path_buffers=2
export IMPL_first_pass_iters=15
export IMPL_avgSynthCellArea_um2=8.25
export IMPL_numPlacedInstances=895
export IMPL_sw_frac_of_total_pct=20.7
export IMPL_synth_chip_area_mm2=0.00608
export IMPL_startpoint_type="register"
export IMPL_warning_count=43
export IMPL_finalHoldViolations=0
export IMPL_core_area_mm2=0.0116
export IMPL_cp_slowest_cell="clkdlybuf4s50_1"
export IMPL_worst_hold_slack_ns=0.420
export IMPL_port_buffers=15
export IMPL_cap_viol_max_count=0
export IMPL_grt_usage_pct=21.5
export IMPL_reg2reg_from="shift2[13]$_SDFFE_PN1P_"
export IMPL_synth_edff_count=3
export IMPL_grt_pass1_vias=4586
export IMPL_crit_cells=5
export IMPL_die_h_um=112
export IMPL_clockBufferDepth=2
export IMPL_crit_path_max_incr_delay_ns=0.46
export IMPL_r2r_end="cnt[0]$_SDFFE_NN0N_"
export IMPL_syn2layout_area_growth_pct=18.7
export IMPL_crit_path_end_kind="primary output"
export IMPL_p_clk_share_pct=55.6
export IMPL_ys_warn_count=1
export IMPL_die_w_um=112
export IMPL_fin_skew_ns=0.0343
export IMPL_via_per_inst=5.31
export IMPL_async_flop_share_pct=0
export IMPL_synth_area_mm2=0.00608
export IMPL_required_ns=5.76
export IMPL_p_seq_share_pct=41.2
export IMPL_worstHoldPathType="reg -> reg"
export IMPL_synthDistinctLibCells=63
export IMPL_vias=4951
export IMPL_slew_headroom_pct=43.3
export IMPL_crit_end="led[4]"
export IMPL_syn_inst=737
export IMPL_initialDrtViolationCount=291
export IMPL_yosysTopAreaCell="dfxtp_1"
export IMPL_grt_pass1_wl_mm=21.8
export IMPL_n_antenna_cell=0
export IMPL_grt_max_degree=29
export IMPL_ctsHoldBuffers=0
export IMPL_gp_congestion=0.921
export IMPL_cp_arrival_ns=5.60
export IMPL_synth_seq_share_pct=38.0
export IMPL_ant_nets=0
export IMPL_finalSetupViolCount=0
export IMPL_dp_hpwl_mm=8.58
export IMPL_fin_util_pct=62.1
export IMPL_ys_ff=114
export IMPL_io_pin_count=16
export IMPL_clock_sinks=114
export IMPL_ys_cells=737
export IMPL_p_sw_mw=0.322
export IMPL_rsz0062_at_grt="false"
export IMPL_r2r_setup_slack_ns=1.32
export IMPL_top_cells_by_area="dfxtp_1, xnor2_1, xor2_1"
export IMPL_worstMarginPinSlew_ns=0.851
export IMPL_p_leak_nw=2.73
export IMPL_postLayoutCellArea_mm2=0.00721
export IMPL_placed_area_mm2=0.00654
export IMPL_grt_overflow=0
export IMPL_finalNonFillerCells=932
export IMPL_crit_path_cell_trace="inv_1 > ha_1 > nand2_1 > nor2_1 > clkdlybuf4s50_1"
export IMPL_ctsRootBufferMaster="clkbuf_16"
export IMPL_crit_fanout=6
export IMPL_criticalPathCategory="reg -> out"
export IMPL_slew_viol_final=0
export IMPL_cts_tree="built"
export IMPL_rows=39
export IMPL_drt_wl_total_mm=12.3
export IMPL_die_area_mm2=0.0126
export IMPL_wl_per_cell_um=13.2
export IMPL_power_density_mw_per_mm2=215
export IMPL_fp_util_pct=52.3
export IMPL_ys_flop_type="dfxtp_1"
export IMPL_cts_made_buffers=17
export IMPL_insertion_delay_ns=0.43
export IMPL_crit_family="buffers and inverters"
export IMPL_p_int_mw=1.23
export IMPL_top_area_share_pct=36.6
export IMPL_pwr_share_comb_pct=3.2
export IMPL_antenna_found_initial=0
export IMPL_startpoint="cnt[0]$_SDFFE_NN0N_"
export IMPL_drc=0
export IMPL_rr_worst_depth=6
export IMPL_layout_drive_gt1_share_pct=10.9
==> worst min-delay path by stage <==
stage / start / end / slack [ns] / cells past startpoint
CTS: cs[2]$_DFF_P_ / trig_pulse$_DFF_P_ / 0.42 / 0
finish: cs[2]$_DFF_P_ / trig_pulse$_DFF_P_ / 0.42 / 0
global route: cs[2]$_DFF_P_ / trig_pulse$_DFF_P_ / 0.44 / 0
==> state kept, by name, summed over array words and instances, names as in the netlist <==
name        cells
teststop        1
rst1            1
delay_cnt      27
cs              2
inc             1
shift1         22
rst2            1
test1          28
trig_pulse      1
pulse_cnt       4
cnt             3
shift2         22
teststart1      1
==> repair_timing <==
action                     4_1_cts  5_1_grt
gates resized                    0       10
setup buffers                    0        1
setup endpoints to repair        0        3
==> layer usage <==
| metal | share of wire [%] | track usage (%) |
|---|---|---|
| met5 | 0 | 0 |
| met1 | 52 | 34.4 |
| met3 | 3.3 | 3.69 |
| met2 | 43 | 32.6 |
| met4 | 1.2 | 2.67 |
==> synthesized netlist by cell type, types with 19 or more instances <==
cell type	number
nor2_1	98
dfxtp_1	111
xnor2_1	47
and3_1	19
nor3_1	19
nand3_1	35
o21ai_0	33
a21oi_1	27
inv_1	29
ha_1	22
xor2_1	44
nand2_1	66
clkbuf_1	26
==> cell type report <==
type,count,area [um2]
Inverter,28,105
Clock inverter,16,131
Tap cell,143,179
Multi-Input combinational cell,558,3540
Fill cell,966,4400
Sequential cell,114,2310
Timing Repair Buffer,52,444
Clock buffer,21,504
==> power by group through the flow <==
stage / sequential [mW] / clock, mW / combinational, mW
6_report: 0.641 / 0.864 / 0.0497
4_1_cts: 0.640 / 0.882 / 0.0479
5_1_grt: 0.641 / 0.919 / 0.0557
==> kinds of logic (layout without fill, tap and decap cells) <==
kind of cell             Yosys count  after routing  share of synthesized area [%]
adder cells (fa/ha/maj)           22             22                           4.53
flip-flops                       114            114                           38.0
buffers and inverters             65            117                           4.30
multiplexers                       9              9                           1.54
AND/OR/NAND/NOR                  342            342                           29.1
XOR/XNOR                          91             91                           13.1
AND-OR/OR-AND                     94             94                           9.35
==> stage by stage <==
step           TNS [ns]  power (mW)  setup slack [ns]
2_1_floorplan         0       0.688            0.0945
3_3_place_gp     -0.242       0.705            -0.242
3_5_place_dp     -0.340       0.706            -0.340
4_1_cts               0        1.57            0.0657
5_1_grt               0        1.62            0.0198
6_report              0        1.55             0.156
==> cells in the final DEF (no fill, tap or decap), drive strengths merged, types with 14 or more instances in the layout <==
cell	synthesis	routed
dfxtp	111	111
nor2	98	98
nand2	66	66
xnor2	47	47
xor2	44	44
buf	10	37
o21ai	36	36
nand3	35	35
inv	29	35
a21oi	27	27
ha	22	22
clkbuf	26	21
nor3	21	21
and3	19	19
nand4	17	17
clkdlybuf4s50	0	15
or3	14	14
Power and IR drop assume default switching activity.
